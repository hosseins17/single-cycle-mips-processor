[design/flow/design.v]
module adder_32b (a , b, cin, cout, sum);
  input [31:0] a, b;
  input cin;
  output cout;
  output [31:0] sum;
  assign {cout, sum} = a + b + cin;
endmodule
module alu (a, b, ctrl, y, zero);
  input [31:0] a, b;
  input [2:0] ctrl;
  output [31:0] y;
  output zero;
  assign y =  (ctrl == 3'b000) ? (a & b) :
              (ctrl == 3'b001) ? (a | b) : 
              (ctrl == 3'b010) ? (a + b) :
              (ctrl == 3'b110) ? (a - b) : ((a<b) ? 32'd1: 32'd0);
  assign zero = (y == 32'd0) ? 1'b1 : 1'b0;
endmodule
module alu_controller (alu_op, func, operation);
  input [1:0] alu_op;
  input [5:0] func;
  output [2:0] operation;
  reg [2:0] operation;
  always @(alu_op, func)
  begin
    operation = 3'b000;
    if (alu_op == 2'b00)         
      operation = 3'b010;
    else if (alu_op == 2'b01)    
      operation = 3'b110;
    else if (alu_op == 2'b11)    
      operation = 3'b111;
    else
      begin
        case (func)
          6'b100000: operation = 3'b010;   
          6'b100011: operation = 3'b110;   
          6'b100100: operation = 3'b000;   
          6'b100101: operation = 3'b001;   
          6'b101010: operation = 3'b111;   
          default:   operation = 3'b000;
        endcase
      end
  end
endmodule
module controller ( opcode, func, zero, reg_dst, mem_to_reg, reg_write, 
                    alu_src, mem_read, mem_write, pc_src, operation,
		    reg_dst2, data_write, pc_src2
                  );
    input [5:0] opcode;
    input [5:0] func;
    input zero;
    output  reg_dst, mem_to_reg, reg_write, alu_src, 
            mem_read, mem_write, pc_src, reg_dst2,
            data_write;
    reg     reg_dst, mem_to_reg, reg_write, 
            alu_src, mem_read, mem_write,
	    reg_dst2, data_write; 
    output [1:0] pc_src2;
    reg [1:0] pc_src2;
    output [2:0] operation;
    reg [1:0] alu_op;     
    reg branch;   
    alu_controller ALU_CTRL(alu_op, func, operation);
    always @(opcode)
    begin
      {reg_dst, alu_src, mem_to_reg, reg_write, mem_read, mem_write, branch, alu_op,
       reg_dst2, data_write, pc_src2} = 13'd0;
      case (opcode)
        6'b000000 : {reg_dst, reg_write, alu_op} = 4'b1110;   
        6'b100011 : {alu_src, mem_to_reg, reg_write, mem_read} = 4'b1111; 
        6'b101011 : {alu_src, mem_write} = 2'b11;                                 
        6'b000100 : {branch, alu_op} = 3'b101; 
        6'b001001 : {reg_write, alu_src} = 2'b11;   
	6'b001010 : {reg_write, alu_src, alu_op} = 4'b1111;
	6'b000010 : pc_src2 = 2'b01;
	6'b000011 : {reg_write, reg_dst2, data_write, pc_src2} = 5'b11101;
	6'b000110 : pc_src2 = 2'b10;       
      endcase
    end
    assign pc_src = branch & zero;
endmodule
module datapath ( clk, rst, inst_adr, inst,
                  data_adr, data_out, data_in, 
                  reg_dst, mem_to_reg, alu_src, pc_src, alu_ctrl, reg_write,
                  zero, reg_dst2, data_write, pc_src2
                 );
  input  clk, rst;
  output [31:0] inst_adr;
  input  [31:0] inst;
  output [31:0] data_adr;
  output [31:0] data_out;
  input  [31:0] data_in;
  input  reg_dst, mem_to_reg, alu_src, pc_src, reg_write, reg_dst2, data_write;
  input  [2:0] alu_ctrl;
  input  [1:0] pc_src2;
  output zero;
  wire [31:0] pc_out;
  wire [31:0] adder1_out;
  wire [31:0] read_data1, read_data2;
  wire [31:0] sgn_ext_out;
  wire [31:0] mux2_out;
  wire [31:0] alu_out;
  wire [31:0] adder2_out;
  wire [31:0] shl2_out;
  wire [31:0] mux3_out;
  wire [31:0] mux4_out;
  wire [31:0] mux5_out;
  wire [4:0] mux6_out;
  wire [31:0] mux7_out;
  wire [4:0]  mux1_out;
  wire [31:0] shl2_2_out;
  reg_32b PC(mux5_out, rst, 1'b1, clk, pc_out);
  adder_32b ADDER_1 (pc_out , 32'd4, 1'b0, , adder1_out);
  mux2to1_5b MUX_1(inst[20:16], inst[15:11], reg_dst, mux1_out);
  reg_file  RF(mux7_out, inst[25:21], inst[20:16], mux6_out, reg_write, rst, clk, read_data1, read_data2);
  sign_ext SGN_EXT(inst[15:0], sgn_ext_out);
  mux2to1_32b MUX_2(read_data2, sgn_ext_out, alu_src, mux2_out);
  alu ALU(read_data1, mux2_out, alu_ctrl, alu_out, zero);
  shl2 SHL2(sgn_ext_out, shl2_out);
  adder_32b ADDER_2(adder1_out, shl2_out, 1'b0, , adder2_out);
  mux2to1_32b MUX_3(adder1_out, adder2_out, pc_src, mux3_out);
  mux2to1_32b MUX_4(alu_out, data_in, mem_to_reg, mux4_out);
  mux3to1_32b MUX_5(mux3_out, shl2_2_out, read_data1, pc_src2, mux5_out);
  mux2to1_5b MUX_6(mux1_out, 5'd31, reg_dst2, mux6_out);
  mux2to1_32b MUX_7(mux4_out, adder1_out, data_write, mux7_out); 
  assign inst_adr = pc_out;
  assign data_adr = alu_out;
  assign data_out = read_data2;
  assign shl2_2_out = {adder1_out[31:28], inst[25:0], 2'b00};
endmodule
module mips_single_cycle (rst, clk, inst_adr, inst, data_adr, data_in, data_out, mem_read, mem_write);
  input rst, clk;
  output [31:0] inst_adr;
  input  [31:0] inst;
  output [31:0] data_adr;
  input  [31:0] data_in;
  output [31:0] data_out;
  output mem_read, mem_write;
  wire reg_dst, mem_to_reg, alu_src, pc_src, reg_write, zero, reg_dst2, data_write;
  wire [1:0] pc_src2;
  wire [2:0] alu_ctrl;
  datapath DP(  clk, rst, inst_adr, inst, data_adr, data_out, data_in, 
                reg_dst, mem_to_reg, alu_src, pc_src, alu_ctrl, reg_write, zero,
                reg_dst2, data_write, pc_src2
            );
  controller CU(  inst[31:26], inst[5:0], zero, reg_dst, mem_to_reg, reg_write, 
                  alu_src, mem_read, mem_write, pc_src, alu_ctrl, reg_dst2,
                  data_write, pc_src2
                );
endmodule
module mux2to1_32b (i0, i1, sel, y);
  input [31:0] i0, i1;
  input sel;
  output [31:0] y;
  assign y = (sel==1'b1) ? i1 : i0;
endmodule
module mux2to1_5b (i0, i1, sel, y);
  input [4:0] i0, i1;
  input sel;
  output [4:0] y;
  assign y = (sel==1'b1) ? i1 : i0;
endmodule
module mux3to1_32b (i0, i1, i2, sel, y);
  input [31:0] i0, i1, i2;
  input [1:0] sel;
  output [31:0] y;
  assign y = (sel == 2'b00) ? i0 : 
	     (sel == 2'b01) ? i1 :
	     (sel == 2'b10) ? i2 : i0;
endmodule
module reg_32b (d_in, sclr, ld, clk, d_out);
  input [31:0] d_in;
  input sclr, ld, clk;
  output [31:0] d_out;
  reg [31:0] d_out;
  always @(posedge clk)
  begin
    if (sclr==1'b1)
      d_out = 32'd0;
    else if (ld)
      d_out = d_in;
  end
endmodule
module reg_file (wr_data, rd_reg1, rd_reg2, wr_reg, reg_write, rst, clk, rd_data1, rd_data2);
  input [31:0] wr_data;
  input [4:0] rd_reg1, rd_reg2, wr_reg;
  input reg_write, rst, clk;
  output [31:0] rd_data1, rd_data2;
  reg [31:0] register_file [0:31];
  integer i;
  assign rd_data1 = (rd_reg1 == 5'b0) ? 32'd0 : register_file[rd_reg1];
  assign rd_data2 = (rd_reg2 == 5'b0) ? 32'd0 : register_file[rd_reg2];
  always @(posedge clk)
    if (rst == 1'b1)
      for (i=0; i<32 ; i=i+1 )
        register_file[i] <= 32'd0;
    else if (reg_write == 1'b1)
      if(wr_reg != 5'd0)
        register_file[wr_reg] <= wr_data;
endmodule
module shl2 (d_in, d_out);
  input [31:0] d_in;
  output [31:0] d_out;
  assign d_out = d_in << 2;
endmodule
module sign_ext (d_in, d_out);
  input [15:0] d_in;
  output [31:0] d_out;
  assign d_out = {{16{d_in[15]}}, d_in};
endmodule
[design/flow/run.sh]
#!/bin/bash
# OpenROAD 26Q1-2900-gdf79404cd8, Yosys 0.63+post, stock flow scripts
make -C /OpenROAD-flow-scripts/flow DESIGN_CONFIG=/design/flow/config.mk WORK_HOME=/design/flow/orfs finish
[design/flow/config.mk]
export PLATFORM = sky130hd
export DESIGN_NAME = mips_single_cycle
export DESIGN_NICKNAME = mips_single_cycle
export VERILOG_FILES = /design/flow/design.v
export SDC_FILE = /design/flow/constraint.sdc
export NUM_CORES = 4
export LEC_CHECK = 1
export CORE_UTILIZATION = 30
[design/flow/constraint.sdc]
current_design mips_single_cycle

set clk_period 31.4
set clk_io_pct 0.2

create_clock -name clk0 -period $clk_period [get_ports {clk}]

set non_clock_inputs [all_inputs -no_clocks]
set_input_delay [expr $clk_period * $clk_io_pct] -clock clk0 $non_clock_inputs
set_output_delay [expr $clk_period * $clk_io_pct] -clock clk0 [all_outputs]
==> flow_metrics.tcl <==
# metrics dict for downstream scripts
set metrics [dict create \
    maxSlewHeadroom_pct 21.9 \
    worstHoldPathType "flop to flop" \
    async_flop_share_pct 0 \
    path_max_fanout 36 \
    outcome "finished clean" \
    cts_hold_buffers 0 \
    rsz0062_at_grt "false" \
    finalWirelength_um 239000 \
    cts_buffers 111 \
    ys_seq_elements 1056 \
    io_pins 164 \
    worst_hold_path.num_cells 2 \
    yosysCellCount 4766 \
    tightest_slew_ns 1.17 \
    min_period_ns 21.11 \
    crit_path_start_kind "input port" \
    topCellsByArea "edfxtp_1 50%, mux4_2 23%, nor2_1 7.2%" \
    die_w_um 456 \
    yosysSeqAreaShare_pct 50.7 \
    synthCells 4766 \
    rows 166 \
    setup_viol 0 \
    drc 0 \
    grt-ovfl-total 0 \
    gp_congestion 1.02 \
    top_cell "nor2_1" \
    num_vias 43751 \
    log.warning_count 91 \
    die_y_um 456 \
    first_global_vias 46259 \
    synth_warnings 4 \
    synth.distinct_cells 85 \
    cts.repair.resized 0 \
    cts_tree "yes" \
    clock.fmax_ghz 0.0474 \
    end_kind "primary output" \
    clk_path_buf_depth 3 \
    rrSetupSlack_ns 23.61 \
    fin_setup_tns_ns 0 \
    dr.first_iter.drc_count 3389 \
    top_area_share_pct 49.7 \
    areaGrowthSynthToFinish_pct 14.1 \
    netlist_top_cells_count "1,190 x nor2_1, 1,024 x edfxtp_1, 640 x mux4_2" \
    clk_pin_slew_ns 0.06 \
    io_buffers 163 \
    r2r.worst_path.cells 19 \
    whs_ns 0.672 \
    top_area_cell "edfxtp_1" \
    synth_chip_area_sq_um 61900 \
    synth-edff-count 1024 \
    fp-utilization_pct 30.2 \
    wl_per_cell_um 31.4 \
    hold_start "DP.PC.d_out[1]" \
    p_leak_nw 24.8 \
    firstDrtPassIters 5 \
    grt_max_degree 74 \
    fin_skew_ns 0.0542 \
    peakVddDrop_mv 0.0513 \
    cts_setup_buffers 0 \
    p_per_area_nw_per_um2 56.8 \
    htreeDepth 3 \
    cp.required_ns 25.12 \
    syn_area_sq_um 61900 \
    antenna_found_initial 5 \
    viasPerCell 5.76 \
    period_used_pct 67.2 \
    min_to "DP.PC.d_out[1]" \
    grt.total_usage_pct 24.3 \
    cts-root-buf "clkbuf_16" \
    maxCapViolCount 0 \
    drv_slew 0 \
    rr_startpoint "DP.RF.register_file[15][12]" \
    startpoint "inst[21]" \
    final_hold_viol_count 0 \
    die-area_sq_um 208000 \
    dp_hpwl_um 153000 \
    cts_sinks 1056 \
    ant_nets 0 \
    core_sq_um 205000 \
    syn_area_per_cell_sq_um 13.0 \
    clock_latency_ns 0.76 \
    cp.arrival_ns 14.83 \
    ff_type "edfxtp_1" \
    path_class "input port to primary output" \
    r2r_end "DP.PC.d_out[25]" \
    layout-drive-gt1-share_pct 23.5 \
    grt_pass1_wl_um 338000 \
]
[power by group]
group,leakage (nW),switching [mW],internal (mW)
sequential,10.8,0.0237,1.59
combinational,12.3,0.747,0.354
clock,1.72,0.561,0.731
[registers in the layout, indices dropped and copies added, names as in the netlist]
name                 cells
DP.PC.d_out             32
DP.RF.register_file   1024
[metal layers]
layer	track usage (%)	up-vias	share of wire (%)	routed length (um)
li1	-	18266	-	-
met1	26.2	21544	31	74600
met2	35.8	3319	46	109000
met3	18.0	598	18	42200
met4	10.0	24	5.3	12600
met5	2.41	-	0.29	702
[through the flow]
stage	instances	area (sq um)	total power, mW	setup WS, ns	util, %
floorplan	4797	62000	2.24	13.44	-
global placement	7394	67100	2.71	10.38	32.8
detailed placement	7394	67100	2.71	10.33	32.8
CTS	7599	70600	3.99	10.32	34.5
global route	7600	70600	4.14	9.72	34.5
finish	7602	70600	4.01	10.29	34.5
[layout make-up]
type,count,area (sq um)
fill,19437,134000
inverter,132,495
timing repair buffer,354,3080
antenna,3,7.51
clock inverter,67,587
multi-input combinational,3164,28700
tap,2688,3360
sequential,1056,31400
clock buffer,138,2920
[worst max-delay path: stages]
cell and delay (ns):
buf_8 0.35, buf_4 0.63, buf_4 0.54, buf_4 0.69
buf_4 0.68, mux4_2 0.58, mux4_2 0.45, mux2_2 0.30
o21ai_0 0.24, ha_1 0.57, or4_1 0.60, or2_2 0.34
or3_1 0.34, a2111o_1 0.44, a311oi_1 0.56, a21oi_1 0.17
a2bb2oi_1 0.35, clkdlybuf4s50_1 0.56
[kinds of logic after synthesis]
kind of cell,Yosys count,synth area share [%]
compound gates,589,6.27
xor+xnor,64,0.906
fa+ha+maj,132,2.68
buf+inv,577,3.59
flops,1056,50.7
mux,762,25.3
other cells,1,0.00606
simple gates,1585,10.5
[how the worst max path moves through the flow]
stage | end | slack (ns) | depth (start not counted)
global route | data_adr[0] | 9.72 | 19
CTS | data_adr[26] | 10.32 | 18
finish | data_adr[26] | 10.29 | 18
[placed cells by master (no fill, tap or decap), types with 16 or more instances in the layout]
master,netlist,layout
a211oi_1,24,24
a21o_1,26,26
a21oi_1,170,155
a221oi_1,18,18
buf_4,1,193
clkbuf_1,360,25
clkbuf_16,0,113
clkdlybuf4s50_1,0,152
clkinv_1,2,32
clkinv_2,0,20
conb_1,1,32
dfxtp_1,32,32
edfxtp_1,1024,1024
ha_1,131,131
inv_1,130,130
mux2_2,22,22
mux2i_1,100,99
mux4_2,640,640
nand2_1,178,116
nand2_2,0,62
nand3_1,41,40
nand4_1,17,17
nor2_1,1190,1187
nor3_1,29,29
o211ai_1,19,19
o21ai_0,127,110
o21ai_2,0,16
o21bai_1,20,20
o22ai_1,33,33
o31ai_1,17,17
or3_1,17,17
xnor2_1,52,52
No activity file was given, so power comes from the tool's default toggle rates.
